### design.v
`timescale 1ns / 1ps
module clock_divider(  
    input clk,
    input rst,
    output clk_1k
);
    integer count = 1;
    reg tmp = 1'b0;
    always @(posedge clk or posedge rst) begin
        if (rst) begin
            count <= 1;
            tmp <= 1'b0;
        end else begin
            count <= count + 1;
            if (count == 50000) begin
                tmp <= ~tmp;
                count <= 1;
            end
        end
    end
    assign clk_1k = tmp;
endmodule
`timescale 1ns / 1ps
module disp_ctrl(  
    input [1:0] sel_in,
    input [3:0] mux_data,
    output reg [7:0] seg_out,
    output reg [3:0] ctrl_out
    );
    always @(*) begin
        case(sel_in)
        2'b00: ctrl_out = 4'b1110;   
        2'b01: ctrl_out = 4'b1101;   
        2'b10: ctrl_out = 4'b1011;   
        2'b11: ctrl_out = 4'b0111;   
        default: ctrl_out = 4'b1111;  
        endcase
    end
    always @(*) begin
        case(mux_data)
        4'h0: seg_out = 8'b11000000;  
        4'h1: seg_out = 8'b11111001;  
        4'h2: seg_out = 8'b10100100;  
        4'h3: seg_out = 8'b10110000;  
        4'h4: seg_out = 8'b10011001;  
        4'h5: seg_out = 8'b10010010;  
        4'h6: seg_out = 8'b10000010;  
        4'h7: seg_out = 8'b11111000;  
        4'h8: seg_out = 8'b10000000;  
        4'h9: seg_out = 8'b10011000;  
        4'hA: seg_out = 8'b10001000;  
        4'hB: seg_out = 8'b10000011;  
        4'hC: seg_out = 8'b11000110;  
        4'hD: seg_out = 8'b10100001;  
        4'hE: seg_out = 8'b10000110;  
        4'hF: seg_out = 8'b10001110;  
        default: seg_out = 8'b11111111;  
        endcase
    end
endmodule
`timescale 1ns / 1ps
module disp_driver(  
    input master_clk,
    input master_rst,
    input [3:0] data0,   
    input [3:0] data1,
    input [3:0] data2,
    input [3:0] data3,   
    output [7:0] seg_out,
    output [3:0] ctrl_out
    );
    wire int_clk;
    reg [1:0] int_sel = 2'b00;
    reg [3:0] int_data = 4'b0000;
    clock_divider cd (.clk(master_clk), .rst(master_rst), .clk_1k(int_clk));
    always @(posedge int_clk or posedge master_rst) begin
        if (master_rst) begin
            int_sel <= 2'b00;
        end else begin
            case (int_sel)
                2'b00: int_sel <= 2'b01;
                2'b01: int_sel <= 2'b10;
                2'b10: int_sel <= 2'b11;
                2'b11: int_sel <= 2'b00;
            endcase
        end
    end
    always @(*) begin
        case (int_sel)
            2'b00: int_data = data0;
            2'b01: int_data = data1;
            2'b10: int_data = data2;
            2'b11: int_data = data3;
            default: int_data = 4'b0000;
        endcase
    end
    disp_ctrl dc (
        .sel_in(int_sel),
        .mux_data(int_data),
        .seg_out(seg_out),
        .ctrl_out(ctrl_out)
    );
endmodule
`timescale 1ns / 1ps
module FPGA_Logic(  
    input [5:0] sw,
    output [9:0] PMOD
);
    wire S1 = sw[0];
    wire S2 = sw[1];
    wire H = sw[2];
    wire T = sw[3];
    wire L = sw[4];
    wire M = sw[5];
    wire G0, G1, G2, G3, G4, G5, G6, G7;
    wire F, P;
    assign G0 = L;
    assign G1 = ((H | T) & L);
    assign G2 = (L & (S1 | S2));
    assign G3 = (L & S1 & S2);
    assign G4 = (H & L & T);
    assign G5 = (L & ~M);
    assign G6 = (L & (S1 | T));
    assign G7 = (L | (M & (S1 | S2)));
    assign F = ((H & T) | (L & M) | (S1 & S2 & T));
    assign P = ((H & ~M & S2) | (H & ~M & S1) | (~M & S2 & T) | (~M & S1 & T));
    assign PMOD[0] = G0;
    assign PMOD[1] = G1;
    assign PMOD[2] = G2;
    assign PMOD[3] = G3;
    assign PMOD[4] = G4;
    assign PMOD[5] = G5;
    assign PMOD[6] = G6;
    assign PMOD[7] = G7;
    assign PMOD[8] = F;
    assign PMOD[9] = P;
endmodule
`timescale 1ns / 1ps
module Project_1_Top(  
    input clk,               
    input rst,               
    input [5:0] sw,          
    output [9:0] PMOD,       
    output [7:0] D0_SEG,     
    output [3:0] D0_AN,      
    output [7:0] D1_SEG,     
    output [3:0] D1_AN       
    );
    wire [7:0] growth_lights;
    assign growth_lights = PMOD[7:0];
    wire S1 = sw[0];
    wire S2 = sw[1];
    wire H = sw[2];
    wire T = sw[3];
    wire L = sw[4];
    wire M = sw[5];
    wire F = PMOD[8];
    wire P = PMOD[9];
    wire [3:0] light_count;
    assign light_count = growth_lights[0] + growth_lights[1] + growth_lights[2] + 
                        growth_lights[3] + growth_lights[4] + growth_lights[5] + 
                        growth_lights[6] + growth_lights[7];
    reg [7:0] light_percentage;
    always @(*) begin
        case(light_count)
            4'd0: light_percentage = 8'd0;
            4'd1: light_percentage = 8'd12;
            4'd2: light_percentage = 8'd25;
            4'd3: light_percentage = 8'd37;
            4'd4: light_percentage = 8'd50;
            4'd5: light_percentage = 8'd62;
            4'd6: light_percentage = 8'd75;
            4'd7: light_percentage = 8'd87;
            4'd8: light_percentage = 8'd100;
            default: light_percentage = 8'd0;
        endcase
    end
    wire [3:0] perc_ones = light_percentage % 10;
    wire [3:0] perc_tens = (light_percentage / 10) % 10;
    wire [3:0] perc_hundreds = (light_percentage / 100) % 10;
    wire [3:0] disp1_dig0 = perc_ones;       
    wire [3:0] disp1_dig1 = perc_tens;       
    wire [3:0] disp1_dig2 = perc_hundreds;   
    wire [3:0] disp1_dig3 = 4'h0;           
    wire [7:0] status_code = {P, F, M, L, T, H, S2, S1};
    wire [3:0] disp2_dig0 = status_code[3:0];    
    wire [3:0] disp2_dig1 = status_code[7:4];    
    wire [3:0] disp2_dig2 = 4'h0;               
    wire [3:0] disp2_dig3 = 4'h0;               
    FPGA_Logic logic_module(
        .sw(sw),
        .PMOD(PMOD)
    );
    disp_driver display0(
        .master_clk(clk),
        .master_rst(rst),
        .data0(disp1_dig0),
        .data1(disp1_dig1),
        .data2(disp1_dig2),
        .data3(disp1_dig3),
        .seg_out(D0_SEG),
        .ctrl_out(D0_AN)
    );
    disp_driver display1(
        .master_clk(clk),
        .master_rst(rst),
        .data0(disp2_dig0),
        .data1(disp2_dig1),
        .data2(disp2_dig2),
        .data3(disp2_dig3),
        .seg_out(D1_SEG),
        .ctrl_out(D1_AN)
    );
endmodule
### run.sh
#!/bin/bash
# OpenROAD 26Q1-2900-gdf79404cd8, Yosys 0.63+post, stock flow scripts
make -C /OpenROAD-flow-scripts/flow DESIGN_CONFIG=/design/flow/config.mk WORK_HOME=/design/flow/orfs finish
### config.mk
export PLATFORM = sky130hd
export DESIGN_NAME = Project_1_Top
export DESIGN_NICKNAME = Project_1_Top
export VERILOG_FILES = /design/flow/design.v
export SDC_FILE = /design/flow/constraint.sdc
export NUM_CORES = 4
export LEC_CHECK = 1
export CORE_UTILIZATION = 50
### constraint.sdc
current_design Project_1_Top

set clk_period 8.6
set clk_io_pct 0.2

create_clock -name clk0 -period $clk_period [get_ports {clk}]

set non_clock_inputs [all_inputs -no_clocks]
set_input_delay [expr $clk_period * $clk_io_pct] -clock clk0 $non_clock_inputs
set_output_delay [expr $clk_period * $clk_io_pct] -clock clk0 [all_outputs]
==> run notes <==
Main metrics from the flow reports.

The flow ran to the end, but the final reports show violations. The checks that failed: setup timing. The max-capacitance violation count came out at 0. STA classifies the critical path endpoint as a primary output. The die outline height is roughly 110 um. The count of unclocked register or latch pins is 4. The count of endpoints without a timing constraint is 12. The register-to-register setup slack came out at around 6 ns. The number of cells on the worst reg-to-reg path is 9. The launch point of the worst register-to-register path is recorded as display0.cd.count[2]$_DFF_PP0_.

Looking at the reg2reg group, the worst path ends at display0.cd.count[29]$_DFF_PP0_. TritonRoute reported its final design rule violation total as 0. In the synthesized netlist the dominant register cell turns out to be sky130_fd_sc_hd__dfrtp_1. Among all stages on the critical path, the largest delay is contributed by sky130_fd_sc_hd__fa_2.

The time the final worst path needs with I/O delays and setup came out at 13.11 ns. The chip area estimate from yosys synthesis came out at a little over 0.006 sq mm. The horizontal extent of the die is 113 um. The number of diodes added for antenna fixing is 0. The arrival time at the worst endpoint is 11.39 ns. The final clock skew came out at between 0.004 and 0.005 ns. The clock slew at the register clock pins of the worst setup and hold paths came out at roughly 0.050 ns. Yosys mapped the design onto 95 distinct sky130hd cell types.

Hold is met by between 0.4 and 0.5 ns. The number of input and output port buffers inserted is 39. The total CTS buffers is 9. The placed wire-length estimate came out at 10.6 mm. The worst supply voltage drop on vdd is around 350 uV. Per the final timing report, the hold violations number 0. The detailed-routing iteration count for the pre-antenna-repair pass came out at 5.

The count of tool warnings came out at between 50 and 60. Overall routing resource usage recorded by global route was roughly a quarter. Recorded from the global router log, the overflow total was 0.

For this block, the routed nets add up to 15.6 mm of wire. The worst min-delay path class is register to register. The data required time at the worst endpoint came out at 6.88 ns. The setup slack of the critical path after layout is -4.51 ns. Clock latency on the worst-skew pair, taken at its later pin, is roughly 0.33 ns. The final timing report counts setup violations totalling 7. The tree is rooted in a sky130_fd_sc_hd__clkbuf_16. The synthesized netlist occupies a cell area of 0.00619 sq mm. Dividing total power by cell area gives a power density of 318 mW/mm^2. Looking at the critical path, the highest net fanout was 4.

Of all flip-flops after synthesis, the portion carrying an async set or reset was 100%. Looking at the max-slew report, the worst-margin pin has a slew of around 1 ns. The largest net degree at the start of global routing came out at just over 50. The initial core utilization is between 50% and 60%. The dominant cell type by count on the critical path is sky130_fd_sc_hd__buf_4. The post-synthesis cell count is just over 700. The area growth from synthesis to layout came out at 44.5%. The ratio of final minimum period to clock period is 152%. The Yosys warning count is 4. The total number of vias is ~6000.

For this design the static power due to leakage is about 4.2 nW. The capture point of the critical path is D0_SEG[4]. Total power for the finished layout comes to approximately 2.8 mW. The number of global-route vias before repair is 5769.

The number of buffers between clock root and the deepest sink is 2. The first global-routing pass estimated around 26 mm of wire. The site row count is 40. The count of flip-flops with a built-in enable after synthesis is 0. The synthesis stat section lists a flop and latch total of roughly 70. The per-instance average area after synthesis came out at between 8 and 9 sq um. After floorplanning, the die was sized to cover between 0.01 and 0.015 sq mm. The detailed-route wire length per cell came out at 13.8 um. The share of cells above drive strength 1 is a little over a third. Setup repair after global routing could not meet its margin everywhere. The I/O pin total is between 40 and 50.

The CTS tree is done. Sequential elements use roughly 28% of the synthesized area. The post-cts hold buffer count is 0.

Among all stages on the critical path, the maximum delay recorded is 0.59 ns. The type of the setup path with the least slack is primary input to primary output. Among logic cells in the layout, the one with the most instances is sky130_fd_sc_hd__buf_4. The number of DRC markers after the initial detailed-route iteration is 342.

The critical path starts at sw[0]. The number of nets with antenna violations after routing is 0. The number of cells in Yosys stat is slightly above 700. Per the final report, max-transition violations number 0. The library cells used most frequently in the layout, excluding fill and tap cells, are sky130_fd_sc_hd__buf_4, sky130_fd_sc_hd__dfrtp_1, sky130_fd_sc_hd__nor2_1, sky130_fd_sc_hd__nand2_1, sky130_fd_sc_hd__ha_1. The H-tree level count is 3.

The core region is about 0.012 sq mm. The number of antenna violations at the first check in global routing is 0. The fraction of the core area covered by cells at the end of the flow came out at around 74%. The startpoint class of the critical path is a primary input.

The slew check shows that the tightest pin keeps a relative margin of a little over a third. Dividing the detail-routed via count by the number of cells gives about 5.3. Static timing analysis puts the maximum clock frequency at around 0.076 GHz.

At the end of routability-driven placement, the weighted congestion stood at about 0.92.
[routing by layer]
| metal | global-route usage, % | part of all wire, % |
|---|---|---|
| met5 | 0 | 0 |
| met4 | 3.07 | 1.4 |
| met3 | 2.24 | 3.2 |
| met2 | 40.7 | 45 |
| met1 | 39.9 | 50 |
[power breakdown]
group | total [mW] | leakage, nW | internal, mW | switching [mW]
Clock | 0.310 | 0.118 | 0.194 | 0.116
Combinational | 2.22 | 3.16 | 1.27 | 0.951
Sequential | 0.311 | 0.952 | 0.311 | 0
Total | 2.85 | 4.23 | 1.78 | 1.07
[worst min path at each step]
stage | cells past startpoint | start | slack (ns) | endpoint
global route | 1 | display1.cd.count[31]$_DFF_PP0_ | 0.49 | display1.cd.count[31]$_DFF_PP0_
CTS | 1 | display1.cd.count[31]$_DFF_PP0_ | 0.48 | display1.cd.count[31]$_DFF_PP0_
finish | 1 | display1.cd.count[31]$_DFF_PP0_ | 0.48 | display1.cd.count[31]$_DFF_PP0_
[final cells by class]
cell class	instances	area, sq um
Clock buffer	15	248
Tap cell	168	210
Inverter	51	201
Multi-Input combinational cell	566	4430
Fill cell	834	3120
Sequential cell	70	1750
Timing Repair Buffer	265	2100
[repair_timing]
item                                   4_1_cts  5_1_grt
setup endpoints to repair                    7        7
gates resized                               75       33
pin swaps                                   51       18
setup buffers                               62       11
endpoints found under the hold margin        0        0
[critical path: cells and delay by family]
family                     cells  cell delay [ns]
buffers and inverters         45             5.33
and+or+nand+nor                8             1.01
muxes                          2             0.58
adders and majority gates      6             2.02
AOI/OAI and AO/OA              4             0.68
[Yosys cell counts (all sizes together) (3+ instances only)]
master | n | share of area, %
buf | 17 | 2.2
nand4 | 19 | 1.9
o21ai | 23 | 2.0
a21oi | 24 | 2.2
nor2b | 9 | 1.0
dfrtp | 68 | 27
o31a | 4 | 0.57
fa | 3 | 0.97
a21o | 6 | 0.85
ha | 57 | 12
or3 | 5 | 0.53
a22o | 3 | 0.42
o21a | 15 | 1.8
or4 | 3 | 0.42
nand2b | 9 | 0.91
a2111oi | 3 | 0.53
and2 | 7 | 0.73
o221ai | 4 | 0.57
o41ai | 3 | 0.42
o31ai | 5 | 0.61
and4 | 5 | 0.71
a211oi | 6 | 1.0
nor4b | 4 | 0.67
or2 | 11 | 1.2
o211ai | 4 | 0.71
xnor2 | 44 | 6.2
nor2 | 68 | 4.1
nor3 | 18 | 1.5
nand3 | 36 | 2.9
inv | 50 | 3.0
nand2 | 56 | 3.4
o22ai | 10 | 1.1
xor2 | 26 | 3.8
and3 | 13 | 1.4
a211o | 3 | 0.46
mux2 | 6 | 1.1
clkbuf | 6 | 0.36
a31oi | 4 | 0.51
nor4 | 9 | 1.0
mux2i | 10 | 1.7
[stage by stage]
step	cell area (sq um)	setup TNS [ns]	cells	setup slack, ns
4_1_cts	8760	-27.97	1125	-4.09
3_5_place_dp	7940	-35.90	1049	-5.27
6_report	8940	-30.95	1135	-4.51
5_1_grt	8940	-33.75	1135	-4.93
2_1_floorplan	6330	-28.23	710	-4.14
3_3_place_gp	7940	-33.99	1049	-4.99
[cells by family after synthesis]
kind of cell / synth area share [%]
AOI/OAI and AO/OA: 17.0
xor gates and xnor gates: 10.0
adders and majority gates: 12.5
buffers and inverters: 5.66
DFF: 28.3
muxes: 2.77
other: 0.121
and+or+nand+nor: 23.6
[flip-flops by register name (all words and copies together), names as in the netlist]
name               count
display1.cd.tmp        1
display1.int_sel       2
display1.cd.count     32
display0.cd.tmp        1
display0.int_sel       2
display0.cd.count     32
No activity file was given, so power comes from the tool's default toggle rates.
